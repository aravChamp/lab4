==> design/flow/design.v <==
module pilsr(
	input wire c,
	input wire [3:0] ParallelIn,
	input wire load,
	input wire ShiftEn,
	input wire ShiftIn,
	input wire R,
	output wire [3:0] RegContent,
	output wire ShiftOut,
	output wire clk);
	wire [3:0] D;
	assign clk = c & (ShiftEn | load);
	mux2 m0 (ShiftIn, ParallelIn[0], load, D[0]);
	syncDFlop df0 (D[0], clk, R, RegContent[0]);
	mux2 m1 (RegContent[0], ParallelIn[1], load, D[1]);
	syncDFlop df1 (D[1], clk, R, RegContent[1]);
	mux2 m2 (RegContent[1], ParallelIn[2], load, D[2]);
	syncDFlop df2 (D[2], clk, R, RegContent[2]);
	mux2 m3 (RegContent[2], ParallelIn[3], load, D[3]);
	syncDFlop df3 (D[3], clk, R, RegContent[3]);
	assign ShiftOut = RegContent[3];
endmodule
module syncDFlop(
	input D,
	input clk, 
	input sync_reset,
	output reg Q);
	always @(posedge clk) 
	begin
 		if(sync_reset==1'b1)
  			Q <= 1'b0; 
 		else 
  			Q <= D; 
	end 
endmodule
module mux2 #(parameter WIDTH = 1)
	(input wire [WIDTH-1:0] d0, d1,
	input wire s,
	output wire [WIDTH-1:0] y);
	assign y = s ? d1 : d0;
endmodule
==> design/flow/run.sh <==
#!/bin/bash
# OpenROAD 26Q1-2900-gdf79404cd8, Yosys 0.63+post, stock flow scripts
make -C /OpenROAD-flow-scripts/flow DESIGN_CONFIG=/design/flow/config.mk WORK_HOME=/design/flow/orfs finish
==> design/flow/config.mk <==
export PLATFORM = sky130hd
export DESIGN_NAME = pilsr
export DESIGN_NICKNAME = pilsr
export VERILOG_FILES = /design/flow/design.v
export SDC_FILE = /design/flow/constraint.sdc
export NUM_CORES = 4
export LEC_CHECK = 1
export CORE_AREA = 10 10 70 70
export DIE_AREA = 0 0 80 80
==> design/flow/constraint.sdc <==
current_design pilsr

set clk_period 1.0
set clk_io_pct 0.2

create_clock -name clk0 -period $clk_period

set non_clock_inputs [all_inputs -no_clocks]
set_input_delay [expr $clk_period * $clk_io_pct] -clock clk0 $non_clock_inputs
set_output_delay [expr $clk_period * $clk_io_pct] -clock clk0 [all_outputs]
==> impl_metrics.tcl <==
# implementation run metrics
set metrics [dict create \
    grt_use_total 0.01666 \
    count_of_unclocked_register_or_latch_pins 4 \
    grt_overflow_total 0 \
    synth_warnings 1 \
    route.antenna.diode_count 0 \
    drv_cap 0 \
    synth_cell_type_count 6 \
    finalClockPeriodUsage 0.9611 \
    post_drt_via_cell_ratio 2.026 \
    final.setup.tns_ns 0 \
    wl_per_cell_um 7.416 \
    maxSlewHeadroom 0.9108 \
    avgSynthCellArea_um2 10.22 \
    cell_area_after_layout_um2 371.6 \
    min_from "c" \
    antenna_found_initial 0 \
    firstDrtPassIters 3 \
    place_area_um2 365.4 \
    worst_ep_required_time_ns 0.80 \
    power.ir.vdd_worst_mv 0.08385 \
    ys_ff 4 \
    die-area_um2 6400 \
    worst_pin_slew_ns 0.1301 \
    hold-path-endpoint "clk" \
    initial_detailed_routing_violation_count 1 \
    grt_pass1_wl_um 821 \
    power_density_nw_per_um2 250.5 \
    max_clock_freq_mhz 1041 \
    largest_fanout_on_the_critical_path 2 \
    area_growth_pct 102.0 \
    power.leakage_nw 0.1582 \
    synth-cells-yosys 18 \
    unconstrained_endpoints 9 \
    post_route_cells_drive_above_1_share 0.1290 \
    critPathArrivalTime_ns 0.76 \
    detail_route.drc_violations 0 \
    yosys.stat.chipArea_um2 183.9 \
    detail_route.wirelength_um 571 \
    floorplan_core_area_um2 3416 \
    die_w_um 80 \
    antenna_left 0 \
    grt_max_degree 5 \
    worstHoldPathCells 3 \
    hold_path_class "input port to output pin" \
    layout.cells.most_common_list "sky130_fd_sc_hd__clkdlybuf4s50_1 (11), sky130_fd_sc_hd__mux2i_1 (4), sky130_fd_sc_hd__nor2_1 (4), sky130_fd_sc_hd__dfxtp_1 (4), sky130_fd_sc_hd__buf_4 (3)" \
    final_period_minus_worst_setup_slack_ns 0.9611 \
    log.warning_count 33 \
    finalSetupViolations 0 \
    critical_path_sink_type "output pin" \
    gpl.final_weighted_congestion 0.7318 \
    timing.final.hold_violations 0 \
    path_class "input port to output pin" \
    run_status "completed" \
    final_common_cell "sky130_fd_sc_hd__clkdlybuf4s50_1" \
    postSynthSeqShare 0.4354 \
    route.vias.total 156 \
    fp_util 0.05385 \
    grt_setup_unrepaired "no" \
    placement.io_buffers 15 \
    fp-row-count 21 \
    setup.worst_path.start_class "input port" \
    finalMaxSlewViolations 0 \
    die_h_um 80 \
    post_synth_instance_area_um2 183.9 \
    boundaryPins 15 \
    netlist_instances 18 \
    first_global_vias 165 \
]
==> kinds of logic after synthesis <==
group | share of synthesized area
and+or+nand+nor | 0.08161
buffers and inverters | 0.2245
muxes | 0.2177
AOI/OAI and AO/OA | 0.04083
DFF | 0.4354
==> critical path: stages <==
cell	delay, ns
sky130_fd_sc_hd__dlygate4sd2_1	0.27
sky130_fd_sc_hd__o21a_1	0.19
sky130_fd_sc_hd__clkbuf_2	0.09
==> synthesized netlist by cell type <==
master	n	area, um2
sky130_fd_sc_hd__buf_4	4	30.03
sky130_fd_sc_hd__buf_6	1	11.26
sky130_fd_sc_hd__dfxtp_1	4	80.08
sky130_fd_sc_hd__mux2i_1	4	40.04
sky130_fd_sc_hd__nor2_1	4	15.01
sky130_fd_sc_hd__o21a_1	1	7.510
==> power breakdown <==
part,total [mW],internal [mW],switching [mW]
sequential,0.0155,0.0140,0.00148
combinational,0.0776,0.0542,0.0234
clock,0,0,0
total,0.0931,0.0682,0.0249
==> what timing repair did <==
item	4_1_cts	5_1_grt
setup buffers	1	0
hold buffers	0	0
endpoints found under the setup margin	1	1
gates resized	2	4
pin swaps	0	1
hold endpoints to repair	0	0
==> cell type report <==
class	count	area [um2]
Sequential cell	4	80.08
Fill cell	401	3044
Timing Repair Buffer	18	171.4
Tap cell	46	57.56
Multi-Input combinational cell	9	62.56
==> sequential cells by signal (all words and copies together) (netlist names) <==
register and count:
df0.Q 1, df1.Q 1, df2.Q 1, df3.Q 1
==> per-stage QoR <==
step,util,std cells,total power [mW],worst slack (ns),hold slack [ns]
3_3_place_gp,0.1070,76,0.09410,-0.5587,1.332
2_1_floorplan,-,18,0.04119,0.2975,0.4984
6_report,0.1088,77,0.09308,0.03894,0.7167
5_1_grt,0.1088,77,0.1015,0.005308,0.7508
3_5_place_dp,0.1070,76,0.09532,-0.5658,1.332
4_1_cts,0.1084,77,0.09614,-0.2199,1.036
==> layer usage <==
layer,track usage,wire length [um]
met1,0.02850,312
met2,0.01043,73
met3,0.01818,185
met4,0,0
met5,0,0
==> how the worst max path moves through the flow <==
stage / start / endpoint / slack (ns)
after CTS: ShiftEn / clk / -0.22
after global routing: load / clk / 0.005
final: load / clk / 0.04
Power figures rest on the tool's default switching activity, not on a simulated workload.
